==> ./design.v <==
`timescale 1 ns / 1 ps
module LeftRightCheck
#(
	parameter  MAXDISPARITY = 64 ,
	parameter  INPUTDATAWID = 9,     
	parameter  DISP_WIDTH   = 8 ,
	parameter  OUTPUTDATAWID = 9
  )
(
	input wire                      clk                               ,          
	input wire                      en                                ,
	input wire                      pixelEN                           ,
	input wire[INPUTDATAWID-1:0]    Disparity_Left                     ,         
	input wire[INPUTDATAWID-1:0]    Disparity_Right                    ,         
	output wire[OUTPUTDATAWID-1:0]  dispOutput_left                   ,  
	output wire                     dispOutput_left_valid             ,
	input  wire							rst_n                                        
);
integer i ;
reg [INPUTDATAWID-2:0] Disparity_Right_shiftRegisterArray_sclkrate [0:MAXDISPARITY-1] ;
reg [INPUTDATAWID-2:0] Disparity_Left_shiftRegisterArray_sclkrate [0:MAXDISPARITY-1] ;
reg [0:0] SOF_dly_sclkrate [0:MAXDISPARITY-1] ;
wire SOF_atLeftPxy ;
reg SOF_atLeftPxy_Dly1_sclkrate ;
wire[DISP_WIDTH-1:0] dispValueAtLeft , dispValueAtRight ;
wire [DISP_WIDTH-1:0]  finalDispOutput_wire ;
reg [DISP_WIDTH-1:0]  finalDispOutput_reg_sclkrate ;
wire signed [DISP_WIDTH:0] LeftMinusRight ;
wire [DISP_WIDTH:0] abs_LeftMinusRight ; 
assign SOF_atLeftPxy = SOF_dly_sclkrate[0];
always@(posedge clk)
if(en && pixelEN)
begin
	Disparity_Right_shiftRegisterArray_sclkrate[0] <=  Disparity_Right[INPUTDATAWID-2:0] ;
	Disparity_Left_shiftRegisterArray_sclkrate[0] <=  Disparity_Left [INPUTDATAWID-2:0];
	SOF_dly_sclkrate[0] <= Disparity_Left[INPUTDATAWID-1];
	for(i=1; i < MAXDISPARITY ; i = i+1)
	begin 
		Disparity_Right_shiftRegisterArray_sclkrate[i] <= Disparity_Right_shiftRegisterArray_sclkrate[i-1] ;
		Disparity_Left_shiftRegisterArray_sclkrate[i] <= Disparity_Left_shiftRegisterArray_sclkrate[i-1] ;
		SOF_dly_sclkrate[i] <= SOF_dly_sclkrate[i-1] ;
	end
end
assign dispValueAtLeft  = Disparity_Left_shiftRegisterArray_sclkrate[0] ;
assign dispValueAtRight = Disparity_Right_shiftRegisterArray_sclkrate[ dispValueAtLeft ] ;    
assign	LeftMinusRight = $signed({1'b0,dispValueAtLeft}) - $signed({1'b0,dispValueAtRight}) ;   
assign  abs_LeftMinusRight = (LeftMinusRight[DISP_WIDTH]==1'b0) ? LeftMinusRight : ~(LeftMinusRight) + 1'b1  ;   
assign  finalDispOutput_wire = (abs_LeftMinusRight > 1)? 8'h0 : dispValueAtLeft[DISP_WIDTH-1:0]  ;
always@(posedge clk)
if(en && pixelEN)
begin
	SOF_atLeftPxy_Dly1_sclkrate   <= SOF_atLeftPxy ;
	finalDispOutput_reg_sclkrate <= finalDispOutput_wire ;
end 
assign dispOutput_left[OUTPUTDATAWID-2:0] = finalDispOutput_reg_sclkrate ;
assign dispOutput_left[OUTPUTDATAWID-1]   =  SOF_atLeftPxy_Dly1_sclkrate ;
reg data_out_is_valid =0;
always@(posedge clk)
if(en && pixelEN)
begin
	if(~rst_n)
		data_out_is_valid <= 1'b0 ;
	else if(SOF_atLeftPxy)
		data_out_is_valid <= 1'b1 ;
end
assign dispOutput_left_valid = data_out_is_valid & en & pixelEN ;
endmodule
==> ./run.sh <==
#!/bin/bash
# OpenROAD 26Q1-2900-gdf79404cd8, Yosys 0.63+post, stock flow scripts
make -C /OpenROAD-flow-scripts/flow DESIGN_CONFIG=/design/flow/config.mk WORK_HOME=/design/flow/orfs finish
==> ./config.mk <==
export PLATFORM = sky130hd
export DESIGN_NAME = LeftRightCheck
export DESIGN_NICKNAME = LeftRightCheck
export VERILOG_FILES = /design/flow/design.v
export SDC_FILE = /design/flow/constraint.sdc
export NUM_CORES = 4
export LEC_CHECK = 1
export CORE_UTILIZATION = 40
==> ./constraint.sdc <==
current_design LeftRightCheck

set clk_period 46.3
set clk_io_pct 0.2

create_clock -name clk0 -period $clk_period [get_ports {clk}]

set non_clock_inputs [all_inputs -no_clocks]
set_input_delay [expr $clk_period * $clk_io_pct] -clock clk0 $non_clock_inputs
set_output_delay [expr $clk_period * $clk_io_pct] -clock clk0 [all_outputs]
==> impl_metrics.csv <==
group,metric,value,unit
critical_path,endpoint_kind,"output pin",
power_and_ir_drop,leakage,7.483,nW
finish,utilization,0.4793,
clocking,cts_tree,"built",
global_routing,antenna_found_initial,1,
global_routing,grt_pass1_vias,12410,
floorplanning,ioPinCount,32,
critical_path,start_kind,"primary input",
yosys,synth-async-reset-ratio,0,
critical_path,cpMaxStageDelayCell,"clkdlybuf4s50_1",
critical_path,worstPathArrival,10.33,ns
yosys,synth_flops,531,
final_timing,relSlewSlack,0.2141,
routing,drc,0,
clocking,cts_hold_buf,0,
clocking,clk_latency,0.62,ns
hold_path,hold_class,"reg2reg",
final_timing,holdWs,0.4355,ns
placed_design,port_buffers,30,
floorplanning,rows,80,
finish,syn_to_final_growth,17.19,%
final_timing,clock_skew,0.02745,ns
job,drv_cap,0,
critical_path,critPathMaxStageDelay,0.47,ns
yosys,ys_chip_area,19690,sq um
critical_path,path_cells,"clkdlybuf4s50_1 > and3_1 > clkdlybuf4s50_1",
yosys,synth_seq_share,0.8098,
yosys,yosys_most_used_dff,"edfxtp_1",
final_timing,finalSetupViolations,0,
placed_design,gp_congestion,1.015,
global_routing,grt.overflow.total,0,
status,run_status,"complete, no violations",
job,tool_warnings,32,
finish,layout_top_cell,"edfxtp_1",
final_timing,finalMaxSlewViolations,0,
yosys,ys.warnings.count,4,
clocking,cts-buffers-inserted,53,
global_routing,grt_pass1_wl,86.69,mm
routing,finalWirelength,61.80,mm
routing,via_count,11870,
routing,dr.first_iter.drc_count,1306,
critical_path,crit_fanout,2,
critical_path,path_common_cell,"clkdlybuf4s50_1",
final_timing,rsz0062_at_grt,"false",
final_timing,finalSetupTns,0,ns
floorplanning,die_area,50120,sq um
critical_path,crit_required,37.04,ns
clocking,cts.sinks,531,
final_timing,fmax,51.04,MHz
yosys,synth.distinct_cells,55,
final_timing,fin_crit,19.59,ns
clocking,cts_resized,0,
final_timing,finalCritPeriodShare,0.4232,
routing,antenna_left,0,
routing,vias_per_cell,6.129,
yosys,syn-instance-count,1092,
final_timing,hold_violations,0,
clocking,clkSlewWorstSetupHoldPaths,0.06,ns
routing,avgRoutedWirePerCell,31.90,um
power_and_ir_drop,p_per_area,45.71,nW/um^2
clocking,htree_levels,2,
placed_design,dp_hpwl,42.20,mm
finish,mostFrequentLayoutCells,"edfxtp_1 (531), a22oi_1 (248), nor2_1 (75), buf_4 (73), clkbuf_16 (54)",
critical_path,worstSetupPathType,"in2out",
finish,stdcell_count,1937,
finish,drive_above_1_share,0.1406,
yosys,ys_cells,1092,
floorplanning,die_h,223.9,um
yosys,synth_area_per_cell,18.03,sq um
placed_design,post-place-cells,1841,
clocking,clk_path_buf_depth,3,
routing,dr.pass1.iters,5,
global_routing,grt_max_degree,146,
clocking,clock-root-buffer,"clkbuf_16",
floorplanning,core-area,48150,sq um
yosys,syn-cell-area,19690,sq um
clocking,post_cts_buffers,0,
floorplanning,die_w,223.9,um
power_and_ir_drop,peakVddDrop,0.03387,mV
final_timing,tightest_slew,1.174,ns
floorplanning,initCoreUtil,0.4090,
global_routing,track_usage,0.2734,
yosys,synth-edff-count,531,
==> per-layer routing <==
metal	vias up	GRT usage	share of wire
met5	-	0.02151	0.0023
met4	6	0.09059	0.045
met3	181	0.2363	0.21
met2	979	0.3499	0.41
met1	5786	0.3493	0.33
li1	4920	-	-
==> registers in the layout, indices dropped and copies added, names as in the netlist <==
name,count
Disparity_Left_shiftRegisterArray_sclkrate,8
Disparity_Right_shiftRegisterArray_sclkrate,512
SOF_atLeftPxy_Dly1_sclkrate,1
SOF_dly_sclkrate,1
data_out_is_valid,1
finalDispOutput_reg_sclkrate,8
==> final timing paths <==
kind                                                           start                                                  to  slack, ns  cells after the start
setup reg to reg    Disparity_Left_shiftRegisterArray_sclkrate[0][2]                     finalDispOutput_reg_sclkrate[6]      40.72                     14
hold / removal    Disparity_Right_shiftRegisterArray_sclkrate[53][7]  Disparity_Right_shiftRegisterArray_sclkrate[54][7]       0.44                      0
hold reg to reg   Disparity_Right_shiftRegisterArray_sclkrate[53][7]  Disparity_Right_shiftRegisterArray_sclkrate[54][7]       0.44                      0
setup / recovery                                                  en                               dispOutput_left_valid      26.71                      3
==> layout make-up <==
cell class | count | area (sq um)
fill | 3956 | 25070
sequential | 531 | 15950
multi-input combinational | 544 | 3681
clock buffer | 62 | 1381
timing repair buffer | 106 | 908.4
tap | 656 | 820.8
clock inverter | 33 | 320.3
inverter | 4 | 15.01
antenna | 1 | 2.502
==> kinds of logic (layout without fill, tap and decap cells) <==
| logic type | Yosys count | in the layout | synth area share |
|---|---|---|---|
| AOI/OAI and AO/OA | 281 | 281 | 0.1082 |
| adders and majority gates | 10 | 10 | 0.006736 |
| DFF | 531 | 531 | 0.8098 |
| xor gates and xnor gates | 5 | 5 | 0.002224 |
| muxes | 2 | 2 | 0.001017 |
| buffers and inverters | 17 | 205 | 0.003622 |
| other | 0 | 1 | 0 |
| and+or+nand+nor | 246 | 246 | 0.06844 |
==> synthesized netlist by cell type (all sizes together) (4+ instances only) <==
master | number | area, sq um
buf | 4 | 22.52
or4b | 4 | 40.04
a22oi | 248 | 1862
nand2 | 41 | 153.9
nor2 | 79 | 301.5
o21ai | 7 | 38.78
a21oi | 13 | 91.34
and2 | 4 | 27.53
clkbuf | 9 | 33.78
nor4 | 10 | 62.56
nand4bb | 6 | 67.56
ha | 9 | 112.6
nand4b | 5 | 43.79
nand4 | 52 | 325.3
nand2b | 6 | 37.54
nor3b | 8 | 90.08
nand3 | 5 | 25.02
edfxtp | 531 | 15950
nor3 | 13 | 75.07
inv | 4 | 15.01
==> metrics by stage <==
| step | total power, W | area [sq um] | setup WS, ns |
|---|---|---|---|
| 6_report | 0.001055 | 23070 | 26.71 |
| 5_1_grt | 0.001085 | 23070 | 26.66 |
| 4_1_cts | 0.001059 | 23070 | 26.69 |
| 2_1_floorplan | 0.0006212 | 19690 | 24.15 |
| 3_5_place_dp | 0.0006361 | 21370 | 26.70 |
| 3_3_place_gp | 0.0006351 | 21370 | 26.69 |
==> power by group <==
group	switching, W	leakage [nW]	total [W]	internal (W)
Sequential	0.0000127	4.98	0.000563	0.000550
Clock	0.000181	0.842	0.000427	0.000246
Combinational	0.0000430	1.66	0.0000653	0.0000224
Total	0.000237	7.48	0.00105	0.000818
==> worst max-delay path, delay by kind of cell <==
family	cells	cell delay, ns
AND/OR/NAND/NOR	1	0.15
buffers and inverters	2	0.93
No activity file was given, so power comes from the tool's default toggle rates.
