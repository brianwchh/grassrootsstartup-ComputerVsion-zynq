==> ./design.v <==
module median3by3kernel (
	input wire         clk,     
	input wire         en ,  
	input wire         rst_n,   
	input wire [7:0]   A00  ,    
	input wire [7:0]   A01  ,
	input wire [7:0]   A02  ,
	input wire [7:0]   A10  ,
	input wire [7:0]   A11  ,
	input wire [7:0]   A12  ,
	input wire [7:0]   A20  ,
	input wire [7:0]   A21  ,
	input wire [7:0]   A22  ,
	input wire         pixelEN ,      
	output wire [7:0]  final_output  
);
integer i ;
wire [7:0] taps [0:8] ;
wire [7:0] median_out ;
assign taps[0]  = A00     ; 
assign taps[1]  = A01     ; 
assign taps[2]  = A02     ; 
assign taps[3]  = A10     ; 
assign taps[4]  = A11     ; 
assign taps[5]  = A12     ; 
assign taps[6]  = A20     ;  
assign taps[7]  = A21     ;  
assign taps[8]  = A22     ;  
wire [7:0] max_u[0:2] ;
wire [7:0] med_u[0:2] ;
wire [7:0] min_u[0:2] ;
reg [7:0] max_u_reg_sclkrate[0:2] ;
reg [7:0] med_u_reg_sclkrate[0:2] ;
reg [7:0] min_u_reg_sclkrate[0:2] ;
wire [7:0] stage2_max_o ;
wire [7:0] stage2_med_o ;
wire [7:0] stage2_min_o ;
reg [7:0] stage2_max_o_reg_sclkrate ;
reg [7:0] stage2_med_o_reg_sclkrate ;
reg [7:0] stage2_min_o_reg_sclkrate ;
tripleSorter u0 (
   .A0  (taps[0] ) ,
   .A1  (taps[1] ) ,
   .A2  (taps[2] ) ,
   .max (max_u[0]) ,
   .med (med_u[0]) ,
   .min (min_u[0])
);
tripleSorter u1 (
   .A0  (taps[3] ) ,
   .A1  (taps[4] ) ,
   .A2  (taps[5] ) ,
   .max (max_u[1]) ,
   .med (med_u[1]) ,
   .min (min_u[1])
);
tripleSorter u2 (
   .A0  (taps[6] ) ,
   .A1  (taps[7] ) ,
   .A2  (taps[8] ) ,
   .max (max_u[2]) ,
   .med (med_u[2]) ,
   .min (min_u[2])
);
always@(posedge clk)
if(en && pixelEN)       
begin
	for(i=0;i<3;i=i+1)
	begin
		max_u_reg_sclkrate[i] <= max_u[i] ; 
		med_u_reg_sclkrate[i] <= med_u[i] ; 
		min_u_reg_sclkrate[i] <= min_u[i] ; 
	end
end
tripleSorter u00 (
   .A0  (max_u_reg_sclkrate[0] ) ,
   .A1  (max_u_reg_sclkrate[1] ) ,
   .A2  (max_u_reg_sclkrate[2] ) ,
   .max () ,
   .med () ,
   .min (stage2_min_o)
);
tripleSorter u10 (
   .A0  (med_u_reg_sclkrate[0] ) ,
   .A1  (med_u_reg_sclkrate[1] ) ,
   .A2  (med_u_reg_sclkrate[2] ) ,
   .max ( ) ,
   .med (stage2_med_o ) ,
   .min ( )
);
tripleSorter u20 (
   .A0  (min_u_reg_sclkrate[0] ) ,
   .A1  (min_u_reg_sclkrate[1] ) ,
   .A2  (min_u_reg_sclkrate[2] ) ,
   .max (stage2_max_o          ) ,
   .med () ,
   .min ()
);
always@(posedge clk)
if(en && pixelEN)       
begin
	stage2_max_o_reg_sclkrate <= stage2_max_o ; 
	stage2_med_o_reg_sclkrate <= stage2_med_o ; 
	stage2_min_o_reg_sclkrate <= stage2_min_o ; 
end
reg [7:0] median_out_reg_sclkrate ;
tripleSorter u30 (
   .A0  (stage2_max_o_reg_sclkrate ) ,
   .A1  (stage2_med_o_reg_sclkrate ) ,
   .A2  (stage2_min_o_reg_sclkrate ) ,
   .max () ,
   .med (median_out) ,
   .min ()
);
always@(posedge clk)
if(en && pixelEN)      
begin
	median_out_reg_sclkrate <= median_out ;
end
assign final_output = median_out_reg_sclkrate ;
endmodule
module tripleSorter (
	input wire[7:0]  A0 ,
	input wire[7:0]  A1 ,
	input wire[7:0]  A2 ,
	output wire[7:0] max ,
	output wire[7:0] med ,
	output wire[7:0] min 	
);
reg[7:0] A0A1_max , A0A1_min ;
reg[7:0] A0A1minCmpA2_min , A0A1minCmpA2_max ;
reg[7:0] max_out, med_out ;
always@(*)
begin
	if(A0 > A1)
	begin
		A0A1_max = A0 ;
		A0A1_min = A1 ;
	end
	else begin
		A0A1_max = A1 ;
		A0A1_min = A0 ;
	end
end
always@(*)
begin
	if(A0A1_min > A2)
	begin
		A0A1minCmpA2_max = A0A1_min ;
		A0A1minCmpA2_min = A2 ;
	end
	else begin
		A0A1minCmpA2_max = A2 ;
		A0A1minCmpA2_min = A0A1_min ;
	end
end
always@(*)
begin
	if(A0A1minCmpA2_max > A0A1_max)
	begin
		max_out = A0A1minCmpA2_max ;
		med_out = A0A1_max ;
	end
	else begin
		max_out = A0A1_max ;
		med_out = A0A1minCmpA2_max  ;
	end
end
assign max = max_out ;
assign min = A0A1minCmpA2_min ;
assign med = med_out ;
endmodule
==> ./run.sh <==
#!/bin/bash
# OpenROAD 26Q1-2900-gdf79404cd8, Yosys 0.63+post, stock flow scripts
make -C /OpenROAD-flow-scripts/flow DESIGN_CONFIG=/design/flow/config.mk WORK_HOME=/design/flow/orfs finish
==> ./config.mk <==
export PLATFORM = sky130hd
export DESIGN_NAME = median3by3kernel
export DESIGN_NICKNAME = median3by3kernel
export VERILOG_FILES = /design/flow/design.v
export SDC_FILE = /design/flow/constraint.sdc
export NUM_CORES = 4
export LEC_CHECK = 1
export CORE_UTILIZATION = 40
==> ./constraint.sdc <==
current_design median3by3kernel

set clk_period 16.5
set clk_io_pct 0.2

create_clock -name clk0 -period $clk_period [get_ports {clk}]

set non_clock_inputs [all_inputs -no_clocks]
set_input_delay [expr $clk_period * $clk_io_pct] -clock clk0 $non_clock_inputs
set_output_delay [expr $clk_period * $clk_io_pct] -clock clk0 [all_outputs]
==> run notes <==
impl run done, here's what came out: status finished clean, num rows 58, RR Endpoint stage2_max_o_reg_sclkrate[3]$_DFFE_PP_, Clock Path Buffers 2, placed inst area 11600 um^2, design area 11900 um^2, CP max stage cell a21oi_1, max-slew violation count 0, via density per instance 5.61, CTS Buf Count 9, R2R Setup Slk 10.47 ns, Synth Seq Share 30.0%, P_int 1.03 mW, maximum VDD drop 0.000152 V, Setup Skew 0.00909 ns, Die Y 163 um, Routed WL 26800 um, P&R area growth vs syn 14.5%, switch share 43.1%, Critical Path Sink Type flop, Setup Viol. Count Final 0, Die Size 26700 um^2, gr ovfl total 0, Pleak 5.05 nW, Hold WC Path Type reg2reg, synthesized area per cell 9.56 um^2, yosys stat area 10400 um^2, DR iter-0 viols 693, detailed-route via count 8390, Slew HR 49.9%, top_reg_cell synth edfxtp_1, core area 25400 um^2, Async SR Flop Fraction 0%, DRC Markers 0, input/output buffers 82, fmax 109 MHz, Post-synth EDFFs 104, max incr delay on CP 0.61 ns, TritonRoute pass-1 iters 5, Clk pwr share 12.2%, number of max-cap violations 0, Critical Path Start Type input pin, Post-CTS Resized 0, hold_buf cts 0, Post-synth regs 104, first-pass GRT wire length 42500 um, vias in the first global route 8035, Crit Path Max Fanout 44, CTS tree built, Unique cell types 54, layout cells sized above 1 11.4%, Hold Path Origin max_u_reg_sclkrate[2][2]$_DFFE_PP_, WS Path Type in2reg, Switching Power 0.782 mW, DR WL/cell 17.9 um, Die W 163 um, Post-CTS Setup Repair Bufs 0, hold endpoint stage2_min_o_reg_sclkrate[2]$_DFFE_PP_, Design Power 1.82 mW, fill cell count 2340, R2R depth 21, initial antenna violation count 0, mapped cell area 10400 um^2, cell family with most CP delay AND-OR/OR-AND gates, GP Congestion 0.955, tool warnings 26, PwrDens 152 nW/um^2, clock slew at reported path FFs 0.07 ns, logic gate share of total power 63.2%, crit path DRT 16.61 ns, # clock sinks 104, Total Routing Usage GR 21.5%, endpoints failing hold 0, htree depth 3, Period minus WS final 9.17 ns, RSZ-0062 raised after global routing false, Final ANT Viol Nets 0, I/O pin count 84, slew of the pin with the lowest slew margin 0.751 ns, # Cells Yosys 1090, Inserted Diodes 0, pin count of the biggest net entering global routing 53, R2R Path Start min_u_reg_sclkrate[0][7]$_DFFE_PP_, Flop pwr share 24.7%, clk ins delay skew pair 0.36 ns, post-DP HPWL 21300 um, setup TNS 0 ns, hold path depth 1, worst endpoint data arrival time 9.27 ns, sum of buffers and inverters on the critical path 5, Init Core Util 41.0%, CTS root buf clkbuf_16, Cells after Synth 1090, Syn. warnings 8, post-layout period usage 55.6%
## final cells by class
class	count	area (um^2)	share of cell area [%]
well taps	330	413	3.46
inverters	124	465	3.90
multi-input cells	829	6720	56.3
clock buffers	9	225	1.89
clock inverters	7	80.1	0.671
repair buffers	93	903	7.57
flip-flops and latches	104	3120	26.2
## flip-flops by register name, indices dropped and copies added (netlist names)
name,flops
min_u_reg_sclkrate,24
stage2_max_o_reg_sclkrate,8
median_out_reg_sclkrate,8
stage2_med_o_reg_sclkrate,8
stage2_min_o_reg_sclkrate,8
max_u_reg_sclkrate,24
med_u_reg_sclkrate,24
## cells in the mapped netlist (all sizes together), types with 3 or more instances
master,count,area [um^2]
a211oi,6,45.0
a21o,8,60.1
a21oi,117,612
a221oi,17,149
buf,20,110
clkbuf,13,48.8
edfxtp,104,3120
ha,160,2000
inv,124,465
mux2,68,766
mux2i,55,562
nand2,59,221
nand2b,7,43.8
nand3,23,115
nand3b,3,22.5
nand4,37,231
nor2,82,324
nor2b,21,139
nor3,5,25.0
o211ai,14,105
o21a,4,30.0
o21ai,45,236
o221a,56,631
o22ai,6,43.8
o31ai,4,53.8
or2,10,62.6
or3,9,56.3
## cell families (layout without fill, tap and decap cells)
group,count (synthesis),count (layout),synth area share (%)
buffers and inverters,157,233,5.99
AND-OR/OR-AND,284,284,19.7
adder cells (fa/ha/maj),160,160,19.2
flip-flops,104,104,30.0
AND/OR/NAND/NOR,262,262,12.4
multiplexers,123,123,12.7
## power groups by stage
| stage | registers (mW) | clock network (mW) | logic (mW) |
|---|---|---|---|
| 6_report | 0.448 | 0.221 | 1.15 |
| 5_1_grt | 0.455 | 0.237 | 1.29 |
| 4_1_cts | 0.449 | 0.227 | 1.14 |
## per-layer routing
| layer | GRT usage, % | vias up | wire length [um] |
|---|---|---|---|
| li1 | - | 4276 | - |
| met2 | 34.2 | 208 | 12600 |
| met5 | 0 | - | 0 |
| met3 | 4.06 | 35 | 1350 |
| met1 | 31.1 | 3871 | 12200 |
| met4 | 4.55 | 0 | 675 |
## worst max-delay path by stage
stage,to,cells past startpoint,slack (ns),from
final,med_u_reg_sclkrate[2][4]$_DFFE_PP_,26,7.33,A21[1]
after global routing,med_u_reg_sclkrate[2][5]$_DFFE_PP_,26,6.86,A21[1]
after CTS,med_u_reg_sclkrate[2][5]$_DFFE_PP_,25,7.32,A21[5]
## metrics by stage
step | hold slack, ns | setup slack (ns) | util [%] | cells
floorplan | 0.552 | 8.32 | - | 1090
global placement | 0.605 | 6.96 | 45.8 | 1480
detailed placement | 0.603 | 6.93 | 45.8 | 1480
CTS | 0.624 | 7.32 | 47.0 | 1496
global route | 0.652 | 6.86 | 47.0 | 1496
finish | 0.617 | 7.33 | 47.0 | 1496
## placed cells by master, fill, tap and decap left out, drive strengths merged, types with 11 or more instances in the layout
cell / count
buf: 11
mux2: 68
ha: 160
nor2b: 21
nand3: 23
a21oi: 117
inv: 126
nand2: 59
o221a: 56
a221oi: 17
mux2i: 55
nand4: 37
o21ai: 45
nor2: 82
clkdlybuf4s50: 82
o211ai: 14
edfxtp: 104
Power and IR drop assume default switching activity.
