==> design/flow/config.mk <==
export PLATFORM = sky130hd
export DESIGN_NAME = LPDiRightVolumn
export DESIGN_NICKNAME = LPDiRightVolumn
export VERILOG_FILES = /design/flow/design.v
export SDC_FILE = /design/flow/constraint.sdc
export NUM_CORES = 4
export LEC_CHECK = 1
export CORE_UTILIZATION = 50
==> design/flow/constraint.sdc <==
current_design LPDiRightVolumn

set clk_period 2097.8
set clk_io_pct 0.2

create_clock -name clk0 -period $clk_period [get_ports {clk}]

set non_clock_inputs [all_inputs -no_clocks]
set_input_delay [expr $clk_period * $clk_io_pct] -clock clk0 $non_clock_inputs
set_output_delay [expr $clk_period * $clk_io_pct] -clock clk0 [all_outputs]
==> design/flow/design.v <==
`timescale 1 ns / 1 ps
module LPDiRightVolumn
#(
	parameter  MAXDISPARITY = 64 ,
	parameter  INPUTDATAWID = 513,     
	parameter  LPDI_WIDTH = 8 ,
	parameter  OUTPUTDATAWID = 513
  )
(
	input wire                      clk                               ,          
	input wire                      en                                ,
	input wire                      pixelEN                           ,
	input wire                      sof_in                            , 
	input wire                   	eol_in                            ,
	output wire                  	sof_out                           ,
	output wire                  	eol_out                           ,
	input  wire[OUTPUTDATAWID-1:0]  LPDiLeft_in                          ,          
	output wire[OUTPUTDATAWID-1:0]  LPDiRight                         ,          
	output wire[OUTPUTDATAWID-1:0]  LPDiLeft                          ,          
	input wire						rst_n                                        
);
wire [LPDI_WIDTH-1:0] LPDiLeftArrayShift_2dArray_wire [0:MAXDISPARITY-1] [0:MAXDISPARITY-1] ;
reg [OUTPUTDATAWID-1:0] LPDiLeft_1dArray_shift_reg_sclkrate [0:MAXDISPARITY-1] ;     
wire [LPDI_WIDTH-1:0] LPDiRight_2DArray_wire [0:MAXDISPARITY-1];    
(* MARK_DEBUG="true" *)wire SOF_atPxy  ; 
integer i,j;
genvar k, l ;
generate 
	for(l = 0 ; l < MAXDISPARITY; l=l+1)
		for (k = 0; k < MAXDISPARITY; k=k+1) 
		begin
			assign LPDiLeftArrayShift_2dArray_wire[l][k] = LPDiLeft_1dArray_shift_reg_sclkrate[l][(k+1)*LPDI_WIDTH-1:k*LPDI_WIDTH] ;
		end
endgenerate
assign SOF_atPxy = LPDiLeft_1dArray_shift_reg_sclkrate[MAXDISPARITY-1][OUTPUTDATAWID-1] ;
always @(posedge clk ) 
if(en && pixelEN)
begin : ShiftArray
	LPDiLeft_1dArray_shift_reg_sclkrate[0] <= LPDiLeft_in ;
	for(i=1; i<MAXDISPARITY;i=i+1)
	begin
		LPDiLeft_1dArray_shift_reg_sclkrate[i] <= LPDiLeft_1dArray_shift_reg_sclkrate[i-1];
	end
end
generate 
		for (k = 0; k < MAXDISPARITY; k=k+1) 
		begin : diag_fetch
			assign LPDiRight_2DArray_wire[k] = LPDiLeftArrayShift_2dArray_wire[MAXDISPARITY-k-1][k];
		end
		for (k = 0; k < MAXDISPARITY; k=k+1) 
		begin : output_1D
			assign LPDiRight[(k+1)*LPDI_WIDTH-1:k*LPDI_WIDTH] = LPDiRight_2DArray_wire[k] ;
		end
endgenerate
assign LPDiLeft = LPDiLeft_1dArray_shift_reg_sclkrate[MAXDISPARITY-1] ;
assign LPDiRight[OUTPUTDATAWID-1] = SOF_atPxy ;
endmodule
==> design/flow/run.sh <==
#!/bin/bash
# OpenROAD 26Q1-2900-gdf79404cd8, Yosys 0.63+post, stock flow scripts
make -C /OpenROAD-flow-scripts/flow DESIGN_CONFIG=/design/flow/config.mk WORK_HOME=/design/flow/orfs finish
==> run notes <==
Results of the flow run.

The global-route total usage across every layer stands at 0.135. The synthesized netlist handed to floorplanning was reported with a cell count of 33350. The most used flip-flop cell after synthesis is sky130_fd_sc_hd__edfxtp_1. The number of setup buffers added after CTS stands at 0. The yosys stat cell total stands at approximately 33000.

Of the total power, combinational logic draws 0.012. The chip area line in the Yosys stat output reads 990000 sq um. The final critical path time including I/O delays and setup stands at ~430 ns. The number of warnings printed during yosys synthesis stands at 4. The number of top-level design ports stands at approximately 1500. The gate-level netlist out of Yosys references 4 unique cell types. The violation tally recorded at the end of detailed-routing iteration 0 is just over 20000. The peak supply drop stands at around 0.0011 mV. The maximum frequency from static timing analysis stands at 2.33 MHz.

The latest clock arrival within the worst-skew pair stands at between 1.5 and 2 ns. The power report attributes to the clock group a share of 0.407. Setup repair after global routing left no endpoint under its margin. Of the post-synthesis cell area, the part taken by muxes is 0. The number of global-route vias before repair stands at around 310k. The post-route worst hold slack stands at roughly 0.35 ns. The sequential cell fraction of total power stands at 0.581. In this run the tools logged warnings totalling roughly 270.

STA classifies the critical path endpoint as a flop. The number of clock sinks came to approximately 33000. The area inside the core boundary stands at 1970000 sq um.

The floorplan step set the die width to ~1.4 mm. The multi-input gate area in the final layout stands at between 15 and 20 sq um. The worst slew margin relative to its limit stands at 0.325.

The internal power stands at between 1 and 1.5 mW. The detailed placement HPWL stands at just under 700 mm. The clock passes through at most 6 buffers.

The cell leakage power stands at about 360 nW. For this design, the slowest cell found on the critical path is sky130_fd_sc_hd__buf_4. The largest net degree at the start of global routing stands at between 150 and 200. The total count of max-transition violations in the final report stands at 0.

The fraction of final layout cells sized beyond drive strength 1 stands at 0.116. The cell that appears most often on the critical path is sky130_fd_sc_hd__buf_4. The switching share of power stands at 0.188. The stage delay of the slowest cell on the critical path stands at approximately 0.75 ns.

The total number of vias stands at approximately 300k. Endpoints failing hold in the final report were tallied at 0. The critical path is of the input pin to flop type.

The average vias per placed instance stands at about 4.4. In this run the worst path has a maximum fanout of 64. The initial antenna violation count stands at 166. The fraction of registers with async set/reset stands at 0.

The OpenROAD report gives the critical path a data arrival time of 430.00 ns. The number of placed instances, taps included, is 61033. The number of enable flip-flop cells stands at around 33000. Wires add up to 1200 mm. Logged for this run, the post-placement worst setup slack is around 1700 ns. The setup skew after layout stands at ~0.075 ns.

For reference, the critical path cell chain is clkdlybuf4s50_1, and2_4, buf_4, buf_4, buf_4, buf_4, buf_4, buf_4, buf_4, buf_4, buf_4, buf_4, buf_4, buf_4, buf_4. The largest registers in the layout are LPDiLeft_1dArray_shift_reg_sclkrate x32832. After synthesis, the most frequently instantiated cells are 32832 x sky130_fd_sc_hd__edfxtp_1, 516 x sky130_fd_sc_hd__buf_4, 1 x sky130_fd_sc_hd__and2_1, 1 x sky130_fd_sc_hd__conb_1.

The growth of design area from synthesis to finish stands at 14.9%. The number of flip-flops and latches in the synthesized netlist stands at between 30000 and 40000. The worst endpoint required time stands at 2099.00 ns. The number of hold-repair buffers added at the cts stage stands at 0. The overall overflow remaining after global route stands at 0. According to the hold report, the worst path is of the flop to flop type. Per the OpenROAD floorplan log, the height of the die is 1.41 mm. The count of nets left with antenna violations once routing finished came out at 0. The total negative slack stands at 0 ns. The report lists the power per cell area as 1.14 nW/um^2.

The CTS clock-pin slew for the worst setup and hold paths stands at ~0.060 ns. The synthesized area divided by synthesized cell count stands at roughly 30 sq um. The initial cell density of the core stands at 0.501. Post-CTS repair changed the size of 0 cells. The tool flagged a number of max-cap violations equal to 0. Looking at the clock tree report, the root buffer type is sky130_fd_sc_hd__clkbuf_16. The detailed-route DRC error count stands at 0.

TritonCTS built the clock tree. Per the synthesis report, the adder-cell share of the synthesized area is 0. Per Yosys stat, the portion of area used by sequential elements is 0.996.

The total area of sequential cells stands at roughly 990000 sq um. The basic-gate share of the synthesized area counting and, or, nand and nor cells stands at 0.00000632. The die outline area stands at roughly 2000000 sq um. The filler cells instantiated in the layout total 134487.

The switching power summed over all nets stands at approximately 240 uW. Sorting the Yosys area breakdown by cell type puts at the top sky130_fd_sc_hd__edfxtp_1. The weighted congestion reported at the end of routability-driven placement stands at roughly 0.76. The count of input and output buffers stands at ~1500. The number of rows in the core area stands at between 500 and 600. For reference, the top logic cell family by area is buffers and inverters. By area the synthesized netlist is led by sky130_fd_sc_hd__edfxtp_1 100%, sky130_fd_sc_hd__buf_4 0.39%, sky130_fd_sc_hd__and2_1 0.00063%. The final timing summary puts the cycle share of the worst path at 0.204. The CTS H-tree depth stands at 8. Clock tree synthesis inserted a total of 3111 buffers. The count of TritonRoute iterations in the first routing pass stands at 7. The most common cell in the synthesized netlist is sky130_fd_sc_hd__edfxtp_1. The wire length of the first global-routing pass stands at ~1800 mm. The flow ran to the end, and the final reports show no timing, DRC or antenna violations.

Looking at the max-slew report, the worst-margin pin has a slew of 1.01 ns. The final timing report counts setup violations totalling 0. The area fraction in compound gates stands at 0. The flip-flop count of the largest register after layout stands at between 30000 and 40000. The synthesized area stands at 990000 sq um.

Of the post-synthesis cell area, the dominant cell type holds 0.996. After detailed routing, the average wire length per cell comes to around 18 um. The critical path in the final layout is reported with a setup slack of about 1700 ns. The worst setup path is launched from an input pin. Counting flops per register, the top entry is LPDiLeft_1dArray_shift_reg_sclkrate. After the flow finishes, the layout carries non-filler instances totaling 66793.

Of the total synthesized cell area, the portion taken by XOR and XNOR cells is 0.
logic make-up after synthesis:
logic type	count (synthesis)
other	1
AND/OR/NAND/NOR	1
buffers and inverters	516
flip-flops	32832
cell type report:
class / instances / share of cell area
well taps: 26159 / 0.0288
repair buffers: 2039 / 0.0175
multi-input cells: 3 / 0.0000143
diodes: 51 / 0.000112
clock buffers: 3846 / 0.0713
clock inverters: 1863 / 0.0154
flip-flops and latches: 32832 / 0.867
worst max-delay path, delay by kind of cell:
kind          cells  cell delay [ns]
simple gates      1             0.60
buf+inv          14             9.31
power groups by stage:
stage | Combinational [mW] | Sequential, mW | Clock (mW)
after global routing | 0.0174 | 0.758 | 0.573
after CTS | 0.0162 | 0.756 | 0.546
final | 0.0154 | 0.756 | 0.529
placed cells by master, fill, tap and decap left out, types with 57 or more instances in the layout:
cell type / synthesis / routed
sky130_fd_sc_hd__edfxtp_1: 32832 / 32832
sky130_fd_sc_hd__clkbuf_16: 0 / 3134
sky130_fd_sc_hd__clkdlybuf4s50_1: 0 / 1541
sky130_fd_sc_hd__clkinv_1: 0 / 774
sky130_fd_sc_hd__clkbuf_1: 0 / 712
sky130_fd_sc_hd__clkinv_2: 0 / 538
sky130_fd_sc_hd__buf_4: 516 / 437
sky130_fd_sc_hd__bufinv_16: 0 / 229
sky130_fd_sc_hd__clkinvlp_4: 0 / 87
sky130_fd_sc_hd__clkinv_16: 0 / 70
sky130_fd_sc_hd__buf_12: 0 / 61
sky130_fd_sc_hd__clkinv_8: 0 / 57
layer usage:
metal,up-vias,share of wire,GRT usage
li1,145730,-,-
met1,137308,0.44,0.251
met2,9502,0.36,0.144
met3,2917,0.17,0.110
met4,216,0.029,0.0347
met5,-,0.0013,0.00219
metrics by stage:
step	power, mW	cell area (sq um)	util
floorplan	1.77	990000	-
detailed placement	0.786	1040000	0.526
global route	1.35	1140000	0.576
CTS	1.32	1140000	0.576
global placement	0.786	1040000	0.526
finish	1.30	1140000	0.576
worst paths after layout:
| check | startpoint | end | slack (ns) | cells after the start |
|---|---|---|---|---|
| setup / recovery | en | LPDiLeft_1dArray_shift_reg_sclkrate[10][332] | 1669.00 | 15 |
| hold reg to reg | LPDiLeft_1dArray_shift_reg_sclkrate[34][363] | LPDiLeft_1dArray_shift_reg_sclkrate[35][363] | 0.35 | 0 |
| setup reg to reg | LPDiLeft_1dArray_shift_reg_sclkrate[46][434] | LPDiLeft_1dArray_shift_reg_sclkrate[47][434] | 2096.89 | 0 |
| hold / removal | LPDiLeft_1dArray_shift_reg_sclkrate[34][363] | LPDiLeft_1dArray_shift_reg_sclkrate[35][363] | 0.35 | 0 |
No activity file was given, so power comes from the tool's default toggle rates.
