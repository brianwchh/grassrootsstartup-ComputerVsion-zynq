===== design/flow/design.v =====
`timescale 1 ns / 1 ps
module WTA
#(
	parameter  MAXDISPARITY = 64 ,
	parameter  LPDI_WIDTH = 8 ,
	parameter  INPUTDATAWID = 513,     
	parameter  OUTPUTDATAWID = 9
  )
(
	input wire                      clk                               ,          
	input wire                      en                                ,
	input wire                      pixelEN                           , 
	input  wire[INPUTDATAWID-1:0]   LPDi                              ,          
	output wire[OUTPUTDATAWID-1:0]  disparity                         ,          
	input 	wire						rst_n                                        
);
wire [LPDI_WIDTH-1:0] LPDi_2dArray_wire [0:MAXDISPARITY-1] ;
wire SOF_atPxy_wire ;
reg SOF_atPxy_reg_dly_sclkrate [0:7] ;
integer i ;
assign SOF_atPxy_wire = LPDi[INPUTDATAWID-1] ;
genvar k ;
generate 
	for (k = 0; k < MAXDISPARITY; k=k+1) 
	begin  
		assign LPDi_2dArray_wire[k] = LPDi[(k+1)*LPDI_WIDTH-1:k*LPDI_WIDTH];
	end
endgenerate
reg [LPDI_WIDTH-1:0] min_stg0_sclkrate [0:31] ;
reg [LPDI_WIDTH-1:0] min_stg1_sclkrate [0:15] ;
reg [LPDI_WIDTH-1:0] min_stg2_sclkrate [0:7] ;
reg [LPDI_WIDTH-1:0] min_stg3_sclkrate [0:3] ;
reg [LPDI_WIDTH-1:0] min_stg4_sclkrate [0:1] ;
reg [LPDI_WIDTH-1:0] min_stg5_sclkrate ;
reg [LPDI_WIDTH-1:0] min_Indx_stg0_sclkrate [0:31] ;
reg [LPDI_WIDTH-1:0] min_Indx_stg1_sclkrate [0:15] ;
reg [LPDI_WIDTH-1:0] min_Indx_stg2 [0:7] ;
reg [LPDI_WIDTH-1:0] min_Indx_stg3_sclkrate [0:3] ;
reg [LPDI_WIDTH-1:0] min_Indx_stg4_sclkrate [0:1] ;
reg [LPDI_WIDTH-1:0] min_Indx_stg5_sclkrate ;
always@(posedge clk)
if(en & pixelEN)
begin
	for(i=0;i<32;i=i+1)
	begin
		if(LPDi_2dArray_wire[2*i] > LPDi_2dArray_wire[2*i+1])
		begin
			min_stg0_sclkrate[i]      <= LPDi_2dArray_wire[2*i+1] ; 
			min_Indx_stg0_sclkrate[i] <= 2*i+1 ;
		end
		else begin
			min_stg0_sclkrate[i]      <= LPDi_2dArray_wire[2*i] ;
			min_Indx_stg0_sclkrate[i] <= 2*i ;
		end
	end
	SOF_atPxy_reg_dly_sclkrate[0] <= SOF_atPxy_wire ;
	for(i=0;i<16;i=i+1)
	begin
		if(min_stg0_sclkrate[2*i] > min_stg0_sclkrate[2*i+1])
		begin
			min_Indx_stg1_sclkrate[i] <= min_Indx_stg0_sclkrate[2*i+1] ;
			min_stg1_sclkrate[i]      <= min_stg0_sclkrate[2*i+1] ; 
		end
		else begin
			min_stg1_sclkrate[i]      <= min_stg0_sclkrate[2*i] ;
			min_Indx_stg1_sclkrate[i] <= min_Indx_stg0_sclkrate[2*i] ;
		end
	end
	SOF_atPxy_reg_dly_sclkrate[1] <= SOF_atPxy_reg_dly_sclkrate[0] ;
	for(i=0;i<8;i=i+1)
	begin
		if(min_stg1_sclkrate[2*i] > min_stg1_sclkrate[2*i+1])
		begin
			min_stg2_sclkrate[i]   <= min_stg1_sclkrate[2*i+1] ; 
			min_Indx_stg2[i] <= min_Indx_stg1_sclkrate[2*i+1] ;
		end
		else begin
			min_stg2_sclkrate[i]   <= min_stg1_sclkrate[2*i] ;
			min_Indx_stg2[i] <= min_Indx_stg1_sclkrate[2*i] ;
		end
	end
	SOF_atPxy_reg_dly_sclkrate[2] <= SOF_atPxy_reg_dly_sclkrate[1] ;
	for(i=0;i<4;i=i+1)
	begin
		if(min_stg2_sclkrate[2*i] > min_stg2_sclkrate[2*i+1])
		begin
			min_Indx_stg3_sclkrate[i]   <= min_Indx_stg2[2*i+1] ;
			min_stg3_sclkrate[i]     <= min_stg2_sclkrate[2*i+1] ; 
		end
		else begin
			min_stg3_sclkrate[i]    <= min_stg2_sclkrate[2*i] ;
			min_Indx_stg3_sclkrate[i]  <= min_Indx_stg2[2*i] ;
		end
	end
	SOF_atPxy_reg_dly_sclkrate[3] <= SOF_atPxy_reg_dly_sclkrate[2] ;
	for(i=0;i<2;i=i+1)
	begin
		if(min_stg3_sclkrate[2*i] > min_stg3_sclkrate[2*i+1])
		begin
			min_Indx_stg4_sclkrate[i] <= min_Indx_stg3_sclkrate[2*i+1] ;
			min_stg4_sclkrate[i] <= min_stg3_sclkrate[2*i+1] ; 
		end
		else begin
			min_Indx_stg4_sclkrate[i] <= min_Indx_stg3_sclkrate[2*i] ;
			min_stg4_sclkrate[i] <= min_stg3_sclkrate[2*i] ;
		end
	end
	SOF_atPxy_reg_dly_sclkrate[4] <= SOF_atPxy_reg_dly_sclkrate[3] ;
	for(i=0;i<1;i=i+1)
	begin
		if(min_stg4_sclkrate[2*i] > min_stg4_sclkrate[2*i+1])
		begin
			min_Indx_stg5_sclkrate <= min_Indx_stg4_sclkrate[2*i+1] ;
			min_stg5_sclkrate  <= min_stg4_sclkrate[2*i+1] ; 
		end 
		else begin
			min_Indx_stg5_sclkrate <= min_Indx_stg4_sclkrate[2*i] ;
			min_stg5_sclkrate  <= min_stg4_sclkrate[2*i] ;
		end
	end
	SOF_atPxy_reg_dly_sclkrate[5] <= SOF_atPxy_reg_dly_sclkrate[4] ;
end
assign disparity[7:0] = min_Indx_stg5_sclkrate;
assign disparity[8]   = SOF_atPxy_reg_dly_sclkrate[5] ;
(* MARK_DEBUG="true" *)wire sof_out_wta ;
assign sof_out_wta = disparity[8] ;
endmodule

===== design/flow/run.sh =====
#!/bin/bash
# OpenROAD 26Q1-2900-gdf79404cd8, Yosys 0.63+post, stock flow scripts
make -C /OpenROAD-flow-scripts/flow DESIGN_CONFIG=/design/flow/config.mk WORK_HOME=/design/flow/orfs finish

===== design/flow/config.mk =====
export PLATFORM = sky130hd
export DESIGN_NAME = WTA
export DESIGN_NICKNAME = WTA
export VERILOG_FILES = /design/flow/design.v
export SDC_FILE = /design/flow/constraint.sdc
export NUM_CORES = 4
export LEC_CHECK = 1
export CORE_UTILIZATION = 30

===== design/flow/constraint.sdc =====
current_design WTA

set clk_period 40.6
set clk_io_pct 0.2

create_clock -name clk0 -period $clk_period [get_ports {clk}]

set non_clock_inputs [all_inputs -no_clocks]
set_input_delay [expr $clk_period * $clk_io_pct] -clock clk0 $non_clock_inputs
set_output_delay [expr $clk_period * $clk_io_pct] -clock clk0 [all_outputs]

==> results_dict.tcl <==
# flow metrics
set metrics [dict create \
    synth_sequential_area_ratio_pct 39.8 \
    stdcell_area_um2 56500 \
    number_of_post_cts_setup_repair_buffers 0 \
    worst-setup-path-type "in2reg" \
    final-hold-violation-count 0 \
    cts_root_buffer "sky130_fd_sc_hd__clkbuf_16" \
    switching_fraction_of_total_power_pct 30.5 \
    top_area_share_pct 39.8 \
    holdWs_ns 0.419 \
    min_period_over_period_pct 28.9 \
    min_period_ns 11.72 \
    postSynthCellCount 4875 \
    cell_seen_most_often_among_critical_path_stages "sky130_fd_sc_hd__buf_4" \
    proportion_of_layout_cells_with_a_drive_suffix_above_1_pct 6.42 \
    numCtsBuffers 75 \
    synthDistinctLibCells 43 \
    cts_sinks 622 \
    synth.yosys.warnings 12 \
    sequentialPowerShare_pct 41.3 \
    max_cap_viol_count 0 \
    post_synth_main_area_contributors "sky130_fd_sc_hd__edfxtp_1, sky130_fd_sc_hd__ha_1, sky130_fd_sc_hd__inv_1" \
    fp.coreArea_um2 155000 \
    dr.pass1.iters 6 \
    vdd.ir_drop.worst_mv 0.0266 \
    globalRoute.totalOverflow 0 \
    count_of_vias_placed_by_the_detailed_router 39000 \
    synthesis.area_per_instance_um2 9.64 \
    path_clk_slew_ns 0.06 \
    die_h_um 398 \
    fmax_mhz 85.3 \
    critical-path-slowest-cell "sky130_fd_sc_hd__buf_4" \
    rr_startpoint "min_stg2_sclkrate[6][1]$_DFFE_PP_" \
    count_of_filler_cells_inserted_in_the_layout 14900 \
    drt_wl_total_um 123000 \
    stage_log_warnings 30 \
    syn2layout_area_growth_pct 20.3 \
    critical_path.startpoint_type "input pin" \
    antenna_found_initial 8 \
    dr.first_iter.drc_count 2418 \
    number_of_pins_with_negative_max_slew_slack_in_the_final_report 0 \
    setup_slack_ns 28.88 \
    yosys_area_um2 47000 \
    grt_max_degree 127 \
    timing.critical_path.arrival_ns 12.00 \
    power_frac_comb_pct 26.5 \
    numPortBuffers 522 \
    global_route_wire_length_before_repair_um 194000 \
    clock.latency.late_pin_ns 0.66 \
    rsz_0062_raised_after_global_routing "false" \
    max_slew.worst_pin.slew_ns 0.892 \
    chipArea_um2 158000 \
    worst_setup_path_end_kind "flip-flop" \
    finish_stage_setup_viols 0 \
    total_leakage_power_nw 22.4 \
    commonest_non_fill_non_tap_cells_in_the_layout "sky130_fd_sc_hd__inv_1, sky130_fd_sc_hd__nor2_1, sky130_fd_sc_hd__edfxtp_1" \
    clockPowerShare_pct 32.3 \
    max_stage_delay_ns 0.75 \
    final.setup.tns_ns 0 \
    placement.cell_area_um2 54100 \
    share_of_the_core_filled_with_cells_in_the_final_layout_pct 36.5 \
    slew-limit-headroom_pct 40.4 \
    standard_cell_rows 144 \
    holdBufCountCts 0 \
    synth.yosys.num_cells 4875 \
    power.density_cell_area_nw_per_um2 35.7 \
    timing.critical_path.required_ns 40.87 \
    floorplanUtilization_pct 30.4 \
    worst_setup_path_startpoint "en" \
    cts-htree-levels 3 \
    wl_per_cell_um 16.6 \
    cts_max_path_buffers 3 \
    hpwlAfterDp_um 94000 \
    worst_setup_path_endpoint "min_stg0_sclkrate[24][4]$_DFFE_PP_" \
    remaining_drc_errors 0 \
    gp_routability_congestion 0.906 \
    cts_tree "done" \
    final_antenna_net_count 0 \
    crit_chain "clkdlybuf4s50_1 > and2_4 > buf_12 > buf_4 > buf_4 > buf_4" \
    grt_pass1_vias 36500 \
    grtUsageTotal_pct 15.7 \
    final_layout_top_logic_cell "sky130_fd_sc_hd__inv_1" \
    post_cts_resize_count 0 \
    synth.ff_latch_count 622 \
    pin_count 526 \
    result_of_the_run "complete, no violations" \
    regToRegEndpoint "min_stg3_sclkrate[3][2]$_DFFE_PP_" \
    intPower_mw 1.40 \
    antennaDiodeCount 0 \
    regToRegSetupSlack_ns 37.69 \
    hold_path_class "reg2reg" \
    clock-skew-final_ns 0.0180 \
    vias_per_cell 5.26 \
    worstRegToRegCells 6 \
    path_max_fanout 117 \
    p_sw_uw 616 \
    yosys.area.top_type "sky130_fd_sc_hd__edfxtp_1" \
    floorplan.die.width_um 398 \
    dp_worst_setup_slack_ns 28.13 \
    mappedNetlistArea_um2 47000 \
]
-- through the flow --
| step | instances | power [mW] |
|---|---|---|
| after global routing | 7421 | 2.14 |
| after detailed placement | 7286 | 1.38 |
| after floorplan | 4876 | 1.21 |
| after global placement | 7286 | 1.37 |
| final | 7421 | 2.02 |
| after CTS | 7421 | 2.05 |
-- layer usage --
metal  global-route usage (%)  vias up  wire, um
li1                         -    19700         -
met1                     21.8    18000     53500
met2                     24.9     1077     57300
met3                     4.54      194      9040
met4                     3.80        8      3510
met5                        0        -        46
-- registers in the layout, summed over array words and instances, names as in the netlist --
register                    cells
min_stg0_sclkrate             256
min_stg1_sclkrate             128
min_stg2_sclkrate              64
min_Indx_stg0_sclkrate         32
min_Indx_stg1_sclkrate         32
min_stg3_sclkrate              32
min_Indx_stg2                  24
min_Indx_stg3_sclkrate         16
min_stg4_sclkrate              16
min_Indx_stg4_sclkrate         10
SOF_atPxy_reg_dly_sclkrate      6
min_Indx_stg5_sclkrate          6
-- worst min path at each step --
stage	startpoint	endpoint	slack (ns)	cells past startpoint
4_1_cts	SOF_atPxy_reg_dly_sclkrate[2]$_DFFE_PP_	SOF_atPxy_reg_dly_sclkrate[3]$_DFFE_PP_	0.42	0
5_1_grt	SOF_atPxy_reg_dly_sclkrate[3]$_DFFE_PP_	SOF_atPxy_reg_dly_sclkrate[4]$_DFFE_PP_	0.43	0
6_report	SOF_atPxy_reg_dly_sclkrate[2]$_DFFE_PP_	SOF_atPxy_reg_dly_sclkrate[3]$_DFFE_PP_	0.42	0
-- layout make-up --
class	instances	area (um^2)	area share, %
Timing Repair Buffer	542	5400	9.55
Clock buffer	84	1910	3.38
Inverter	812	3050	5.39
Sequential cell	622	18700	33.0
Clock inverter	51	488	0.863
Multi-Input combinational cell	3266	24400	43.2
Tap cell	2044	2560	4.52
-- worst max-delay path, delay by kind of cell --
family | cells | cell delay (ns)
buffers and inverters | 5 | 3.05
AND/OR/NAND/NOR | 1 | 0.58
-- synthesized netlist by cell type, drive strengths merged --
master    n
buf      67
o211ai    2
nor3      9
nand4    96
edfxtp  622
nor2b    33
o21bai   48
o221a   208
a211oi  275
a31oi     1
ha      504
mux2     28
clkinv   26
nand3     1
nand2b   34
a21bo     1
o21a     56
and2     27
o21ai   386
nand2    71
a21o     16
a21oi    48
conb      1
and4     86
clkbuf  109
o22ai   319
o31ai    27
a221oi  308
nor2    669
a211o    11
inv     786
-- power groups by stage --
stage	registers, mW	logic, mW	clock network, mW
global route	0.840	0.601	0.702
CTS	0.834	0.536	0.681
finish	0.833	0.534	0.652
-- logic make-up (layout without fill, tap and decap cells) --
family / Yosys count / in the layout / synth area share, %
AOI/OAI and AO/OA: 1706 / 1706 / 27.5
and+or+nand+nor: 1026 / 1026 / 10.4
buffers and inverters: 988 / 1489 / 8.24
DFF: 622 / 622 / 39.8
adders and majority gates: 504 / 504 / 13.4
muxes: 28 / 28 / 0.671
other: 1 / 2 / 0.00798
No activity file was given, so power comes from the tool's default toggle rates.
